==> flow/design.v <==
module CLK_DIV (
    input   				CLK_SYS,		
	input					CLK_RST,
    input   				_1PPS_GPS,
	input	signed [24:0] 	compensate,		
    output  reg				_1PPS_Local
);
parameter	period 	= 10_000_000;
parameter	pulse	= 1_000_000;
reg signed	[24:0]	cnt_period;		    
reg         		flag_start;         
always @(posedge CLK_SYS or negedge CLK_RST) begin
    if (!CLK_RST) begin
        flag_start <= 1'b0;
    end
    else if (_1PPS_GPS==1'b1) begin
		flag_start <= 1'b1;
	end
	else begin
		flag_start <= flag_start;
	end
end
always @(posedge CLK_SYS or negedge CLK_RST) begin
	if (!CLK_RST) begin
		cnt_period <= 25'd0;		
	end
	else if (flag_start == 1'b1) begin
      	if (cnt_period == period + compensate - 1'b1) begin
			cnt_period <= 25'd0;
		end
		else begin
			cnt_period <= cnt_period + 1'b1;
		end
   end
   else begin
		cnt_period <= 25'd0;
   end
end
always @(posedge CLK_SYS or negedge CLK_RST) begin
	if (!CLK_RST) begin
		_1PPS_Local <= 1'b0;		
	end
	else if (cnt_period == pulse - 1'b1) begin
		_1PPS_Local <= 1'b0;
	end
	else if (cnt_period == period + compensate - 1'b1) begin
		_1PPS_Local <= 1'b1;
	end
	else begin
		_1PPS_Local <= _1PPS_Local;
	end
end
endmodule
==> flow/run.sh <==
#!/bin/bash
# OpenROAD 26Q1-2900-gdf79404cd8, Yosys 0.63+post, stock flow scripts
make -C /OpenROAD-flow-scripts/flow DESIGN_CONFIG=/design/flow/config.mk WORK_HOME=/design/flow/orfs finish
==> flow/config.mk <==
export PLATFORM = sky130hd
export DESIGN_NAME = CLK_DIV
export DESIGN_NICKNAME = CLK_DIV
export VERILOG_FILES = /design/flow/design.v
export SDC_FILE = /design/flow/constraint.sdc
export NUM_CORES = 4
export LEC_CHECK = 1
export CORE_UTILIZATION = 40
==> flow/constraint.sdc <==
current_design CLK_DIV

set clk_period 4.4
set clk_io_pct 0.2

create_clock -name clk0 -period $clk_period [get_ports {CLK_SYS}]

set non_clock_inputs [all_inputs -no_clocks]
set_input_delay [expr $clk_period * $clk_io_pct] -clock clk0 $non_clock_inputs
set_output_delay [expr $clk_period * $clk_io_pct] -clock clk0 [all_outputs]
==> job_summary.md <==
## Implementation flow summary

| Metric | Value |
|---|---|
| Final hold violations | `0` |
| Distinct cells, synth | `approximately 65` |
| Antenna Cells | `0` |
| Clock skew | `0.00388 ns` |
| Detailed placer's ending HPWL | `6030 microns` |
| Clock Pin Slew Worst Setup and Hold Paths | `0.08 ns` |
| Placed Area | `0.00327 sq mm` |
| Final WL | `roughly 7900 microns` |
| PD cells | `approximately 240 mW/mm^2` |
| Root buf cell | `clkbuf_8` |
| Yosys chip area | `around 0.0029 sq mm` |
| Slew headroom | `0.540` |
| Synthesized area | `around 0.0029 sq mm` |
| Fin. max-slew vios | `0` |
| Clock latency (worst-skew pair) | `0.27 ns` |
| Core Region | `0.00691 sq mm` |
| Initial antenna violation count | `0` |
| DRT antenna net count | `0` |
| Max FO, Critical Path | `25` |
| Min-delay worst type | `flip-flop to flip-flop` |
| Fillers | `696` |
| Crit end category | `flip-flop` |
| CTS Hold Bufs | `0` |
| Crit path DRT | `4.53 ns` |
| R2r setup slk | `1.63 ns` |
| Crit Path Class | `input pin to flip-flop` |
| FF/Latch Area | `676 sq um` |
| IO Port Bufs | `28` |
| DRC | `0` |
| Util after Layout | `0.480` |
| Yosys warning tally | `1` |
| Die y size | `87.3 microns` |
| Top Family by Delay on Critical Path | `buffers and inverters` |
| DR pass1 iterations | `4` |
| Gr usage total | `0.227` |
| CP peak stage delay | `0.58 ns` |
| Clock period minus final worst setup slack | `3.76 ns` |
| Switching Share | `0.376` |
| Yosys cell count | `348` |
| Max cap viols | `0` |
| Max H-tree Level | `1` |
| Post-synth seq share | `0.232` |
| Buffer count from post-CTS setup fixing | `0` |
| Layout area overhead | `13.9%` |
| Placer Congestion | `a little under 1` |
| Rows | `30` |
| CTS sink cnt | `27` |
| Worst path bufs/invs | `3` |
| Internal power | `0.494 mW` |
| Tightest Pin Transition | `0.685 ns` |
| Post-synth EDFFs | `0` |
| Ports | `29` |
| Pin count of the biggest net entering global routing | `28` |
| Net switching power | `0.298 mW` |
| Gate power share | `0.411` |
| Post-synth ARST share | `1.00` |
| Share of post-route cells with drive strength above 1 | `0.124` |
| Slowest CP cell | `clkdlybuf4s50_1` |
| Chip area | `0.00763 sq mm` |
| Tool warnings | `25` |
| Vias per cell | `5.86` |
| Status | `finished clean` |
| Vias in the first global route | `2615` |
| WL/cell | `17.1 microns` |
| Bufs on Longest Clock Path | `2` |
| Logic cell area | `0.00209 sq mm` |
| Initial DRC count | `139` |
| Fin area | `roughly 0.0033 sq mm` |
| Synth area leader | `dfrtp_1` |
| Reg power frac | `0.416` |
| Synth top area cells | `dfrtp_1 23%, a211oi_2 9.0%, xor2_1 7.8%` |
| Maximum VDD drop | `0.159 mV` |
| GRT Residual Overflow | `0` |
| Total CTS buffers | `3` |
| Critical path data arrival time | `around 4 ns` |
| First-pass GRT wire length | `13100 microns` |
| Setup_tns | `0 ns` |
| CTS tree | `built` |
| Fmax | `around 0.27 GHz` |
| Clock power frac | `0.173` |
| Crit path launch type | `input pin` |
| Final setup fails | `0` |
| Post-Synthesis Cells | `348` |
| Main flop type | `dfrtp_1` |
| Worst path cell trace | `clkdlybuf4s50_1, inv_1, ha_1, nor4b_2, a221oi_1, mux2_2, nor3_1, nand4b_1, nor4_4, buf_12, a211oi_1` |
| Post-CTS sizing | `0` |
| RSZ-0062 raised after global routing | `no` |
| Share of the synthesized area in the top cell type | `0.232` |
| Crit share post-route | `0.854` |
| Die X-Extent | `87.3 microns` |
| Synth Area per Inst | `8.37 sq um` |
| Initial cell density of the core | `0.422` |
| #FFs+latches synth | `27` |
| Routed vias | `between 2000 and 3000` |
| Leakage | `1.20 nW` |
cell type report:
cell class              instances  area share
inverters                      13      0.0147
multi-input cells             286       0.630
flip-flops and latches         27       0.204
repair buffers                 34       0.102
clock buffers                   4      0.0136
well taps                      96      0.0362
flip-flops by register name (all words and copies together), names as in the netlist:
name and count:
flag_start 1, cnt_period 25, _1PPS_Local 1
final timing paths:
path | start | to | cells past startpoint
setup / recovery | compensate[0] | cnt_period[24]$_DFF_PN0_ | 11
hold / removal | flag_start$_DFFE_PN0P_ | flag_start$_DFFE_PN0P_ | 1
setup reg to reg | cnt_period[18]$_DFF_PN0_ | cnt_period[24]$_DFF_PN0_ | 8
hold reg to reg | flag_start$_DFFE_PN0P_ | flag_start$_DFFE_PN0P_ | 1
max in group asynchronous | CLK_RST | cnt_period[15]$_DFF_PN0_ | 2
min in group asynchronous | CLK_RST | cnt_period[2]$_DFF_PN0_ | 2
power by group through the flow:
stage	clock network, mW	registers [mW]	logic, mW
4_1_cts	0.144	0.329	0.326
5_1_grt	0.154	0.338	0.361
6_report	0.137	0.329	0.325
cells by family after synthesis:
kind of cell	after synthesis	synth area share
buf+inv	35	0.0528
simple gates	136	0.269
fa+ha+maj	2	0.00859
xor+xnor	50	0.150
compound gates	95	0.277
flops	27	0.232
mux	3	0.0107
cell usage in the layout, fill, tap and decap left out, drive strengths merged, types with 6 or more instances in the layout:
master,instances
nand2,25
and3,8
nand3,17
nor4,9
buf,6
nand4,10
nor2,20
o21ai,7
inv,12
a211oi,34
dfrtp,27
clkdlybuf4s50,28
nor3,13
a21oi,14
xor2,26
xnor2,24
Yosys cell counts, drive strengths merged, types with 5 or more instances:
library cell,n
buf,7
nand3,17
o21ai,7
nor3,13
nand4,10
nand2,25
nor2,20
xnor2,24
inv,12
clkbuf,15
a21oi,14
xor2,26
and3,8
nor4,9
a21o,5
dfrtp,27
a211oi,34
metrics by stage:
stage	hold WS, ns	cells	power (mW)	setup WS, ns
floorplan	0.448	348	0.555	1.23
global placement	0.462	456	0.658	0.337
detailed placement	0.465	456	0.658	0.403
CTS	0.486	460	0.799	0.681
global route	0.506	460	0.854	0.424
finish	0.480	460	0.791	0.642
metal layers:
layer,global-route usage,up-vias,share of wire
met5,0,-,0
met3,0.0183,10,0.044
met1,0.348,1269,0.47
li1,-,1359,-
met2,0.359,58,0.46
met4,0.0477,0,0.020
No activity file was given, so power comes from the tool's default toggle rates.
