File: ./config.mk
export PLATFORM = sky130hd
export DESIGN_NAME = Measure
export DESIGN_NICKNAME = Measure
export VERILOG_FILES = /design/flow/design.v
export SDC_FILE = /design/flow/constraint.sdc
export NUM_CORES = 4
export LEC_CHECK = 1
export CORE_UTILIZATION = 30
File: ./constraint.sdc
current_design Measure

set clk_period 4.2
set clk_io_pct 0.2

create_clock -name clk0 -period $clk_period [get_ports {CLK_SYS}]

set non_clock_inputs [all_inputs -no_clocks]
set_input_delay [expr $clk_period * $clk_io_pct] -clock clk0 $non_clock_inputs
set_output_delay [expr $clk_period * $clk_io_pct] -clock clk0 [all_outputs]
File: ./design.v
module Measure(
	input   				CLK_SYS,		
	input					CLK_RST,
    input   				_1PPS_GPS,
	input					_1PPS_Local,
	output	reg	[23:0]		Measure_Phase,	 
	output					Measure_Done,	 
	output					flag_GPS_posedge,
	output					flag_Local_posedge
);
reg _1PPS_GPS_e0;
reg _1PPS_GPS_e1;
reg _1PPS_Local_e0;
reg _1PPS_Local_e1;
reg	flag_cnt_phase_start;	 
assign flag_GPS_posedge = (~_1PPS_GPS_e1)&(_1PPS_GPS_e0);
assign flag_Local_posedge = (~_1PPS_Local_e1)&(_1PPS_Local_e0);
assign Measure_Done = (~_1PPS_Local_e1)&(_1PPS_Local_e0);
always @(posedge CLK_SYS) begin                                                 
	_1PPS_GPS_e0 <= _1PPS_GPS;                               
	_1PPS_GPS_e1 <= _1PPS_GPS_e0;                            
end
always @(posedge CLK_SYS) begin                                                 
	_1PPS_Local_e0 <= _1PPS_Local;                               
	_1PPS_Local_e1 <= _1PPS_Local_e0;                            
end
always @(posedge CLK_SYS or negedge CLK_RST) begin
	if (!CLK_RST) begin
		flag_cnt_phase_start <= 1'b0;
	end
	else if (flag_Local_posedge) begin
		flag_cnt_phase_start <= 1'b0;
	end
	else if (flag_GPS_posedge) begin
		flag_cnt_phase_start <= 1'b1;
	end
	else begin
		flag_cnt_phase_start <= flag_cnt_phase_start;
	end
end
always @(posedge CLK_SYS or negedge CLK_RST) begin
	if (!CLK_RST) begin
		Measure_Phase <= 24'd0;
	end
	else if (flag_cnt_phase_start) begin
		Measure_Phase <= Measure_Phase + 1'b1;
	end
	else begin
		Measure_Phase <= 24'd0;
	end
end
endmodule
File: ./run.sh
#!/bin/bash
# OpenROAD 26Q1-2900-gdf79404cd8, Yosys 0.63+post, stock flow scripts
make -C /OpenROAD-flow-scripts/flow DESIGN_CONFIG=/design/flow/config.mk WORK_HOME=/design/flow/orfs finish
==> results.txt <==
Implementation progress

The die is 67.80 um tall. The total half-perimeter wirelength after legalization and detailed placement stands at ~1800 um. The endpoint required time on the critical path stands at 3.36 ns. The final count of pins violating max slew stands at 0. Before any placement, the netlist area is recorded as 0.001299 mm2. The number of I/O port buffers stands at 30.

The worst hold path belongs to the class flop to flop. In the log, the iteration count for the first detailed-route pass is 4. The number of failing setup endpoints in the final timing report stands at 0. For this design, the slowest cell found on the critical path is clkdlybuf4s50_1. STA classifies the critical path startpoint as a flop. In this run the top signal layer used is met4.

The timing report notes that buffer and inverter cells on the critical path total 1. The total cells reported by yosys after synthesis stands at between 100 and 150. Along the worst path, the maximum fanout reaches 3. The growth of design area from synthesis to finish stands at 36.22%. The slew at the pin with the worst max-slew slack stands at between 0.6 and 0.7 ns.

The number of buffers inserted during clock tree synthesis stands at 5. The maximum vdd ir drop stands at 282.4 uV. The number of vias in the routed layout stands at 1041. The remaining global-route overflow stands at 0. The total die size stands at 0.004596 mm2. The total number of yosys warnings stands at 1. The worst stage delay on the critical path stands at 0.50 ns.

The arrival time at the worst endpoint stands at about 1.3 ns. The share of cells above drive strength 1 stands at around 7.2%. In the final run the clock tree shows a worst skew of roughly 0.007 ns. Adding up every negative setup slack in the final design gives 0 ns. The remaining antenna violation count stands at 0. In the detailed route, the total length drawn on met3 is 134 um. Among cell families on the critical path, the largest total delay comes from buffers and inverters.

The worst slew margin relative to its limit stands at 53.39%. The power per standard cell area stands at 351.9 mW/mm2. The worst path needs 2.131 ns of the cycle, external delays included. Sequential elements use about 54% of the synthesized area. The number of antenna violations at the first check in global routing was 0. For this design the top-level I/O count stands at 31. The flow reports an fmax of around 470 MHz. In the final routing, the length of wire on met1 measures roughly 1300 um. The wire length of the first global-routing pass stands at approximately 4500 um. Dividing the detail-routed via count by the number of cells gives between 4 and 5. Per the skew report, the later register of the worst-skew pair sees a clock latency of 0.28 ns. Once the clock tree was built, the resizer swapped 0 gates to a different size.

The core region is 0.004086 mm2. The cell sitting at the root of the clock tree is a clkbuf_8. The placed standard-cell area stands at 0.001649 mm2. Setup repair after global routing left no endpoint under its margin.

In this run the critical path is formed by nor2b_1 > clkdlybuf4s50_1. The die extent in x stands at 67.80 um. The total setup buffers inserted after CTS stands at 0.

The final antenna diode count stands at 0. The number of hold buffers added after cts stands at 0. Hold timing on the final database bottoms out at a slack of approximately 0.35 ns. The tool flagged a number of max-cap violations equal to 0. Global routing consumed, over all layers together, 13.05% of the routing resources. The count of standard-cell rows stands at 23. The routed layout reports a DRC error count of 0. The most common logic cell in the final layout is clkdlybuf4s50_1.

The total routed wirelength stands at 2620 um. The maximum root-to-sink buffer count stands at 2. The count of H-tree levels built during CTS stands at 2. The clock sink count stands at 29. Clock-pin slew was measured on the worst setup and hold paths at around 0.060 ns.

STA classifies the critical path endpoint as a primary output. The run finished with clean final reports. The average instance in the mapped netlist occupies 9.914 um2. The via count of the first global-routing pass stands at 996. The largest net degree at the start of global routing stands at 26. TritonCTS built the clock tree. The sum of met2 wire segment lengths after detailed routing stands at 1144 um.

The number of warnings in the stage logs stands at 25. The final report gives the core utilization as a little over two fifths. By startpoint and endpoint, the worst setup path is classified as flop to primary output. Per the cell usage report, the commonest logic cells after layout are clkdlybuf4s50_1, dfrtp_1, nor2_1. For this configuration, the core starts out at a cell density of 31.78%. In the final routed layout, each cell accounts on average for 12.13 um. In this run, distinct cell masters in the synthesized netlist total 27. Setup slack on the worst reg-to-reg path comes out at 2.22 ns. The placer congestion estimate stands at 0.8388. The number of endpoints with negative hold slack in the final report stands at 0. The count of state elements after synthesis stands at 29. The final timing summary puts the cycle share of the worst path at 50.73%.

The first routing iteration left 61 violations. The final instance area stands at 0.001769 mm2. The leakage component of the power was reported as 0.6843 nW.

The synthesized netlist has a Yosys-reported chip area of 0.001299 mm2. The number of instances in the synthesized netlist stands at 131.
==> state kept, by name, indices dropped and copies added, names as in the netlist <==
name / count
_1PPS_Local_e1: 1
_1PPS_Local_e0: 1
_1PPS_GPS_e1: 1
_1PPS_GPS_e0: 1
flag_cnt_phase_start: 1
Measure_Phase: 24
==> where the power goes <==
part,leakage [nW],internal (W),switching (W)
logic,0.248,0.0000156,0.0000167
clock network,0.0574,0.000193,0.000107
registers,0.379,0.000286,0.00000527
==> stage by stage <==
| stage | setup WS, ns | cells | power [W] |
|---|---|---|---|
| 2_1_floorplan | 2.442 | 131 | 0.0003082 |
| 3_3_place_gp | 2.278 | 208 | 0.0003294 |
| 3_5_place_dp | 2.223 | 208 | 0.0003293 |
| 4_1_cts | 2.042 | 216 | 0.0006287 |
| 5_1_grt | 1.988 | 216 | 0.0006476 |
| 6_report | 2.069 | 216 | 0.0006227 |
==> Yosys cell counts <==
library cell	n	area share, %
inv_1	5	1.4
nor2b_1	2	0.96
o21ai_0	7	2.7
nor3_1	4	1.5
or3_1	7	3.4
mux2i_1	1	0.77
dfxtp_1	4	6.2
and4_1	1	0.67
or4_1	2	1.2
nand4_2	1	0.96
xor2_1	3	2.0
nor2_1	19	5.5
buf_2	1	0.38
clkbuf_1	2	0.58
ha_1	1	0.96
nand3_1	6	2.3
xnor2_1	10	6.7
and2_1	2	0.96
buf_4	1	0.58
nand2_1	8	2.3
nand2b_1	1	0.48
a31o_2	1	0.67
nand4_1	5	2.4
dfrtp_1	25	48
nand4_4	1	1.6
a21oi_1	8	3.1
nor4_1	3	1.4
==> final timing paths <==
path                                   from                end  cells after the start
setup / recovery             _1PPS_Local_e0       Measure_Done                      2
hold / removal               _1PPS_Local_e0     _1PPS_Local_e1                      0
setup reg to reg           Measure_Phase[3]  Measure_Phase[17]                      4
hold reg to reg              _1PPS_Local_e0     _1PPS_Local_e1                      0
max in group asynchronous           CLK_RST   Measure_Phase[3]                      2
min in group asynchronous           CLK_RST  Measure_Phase[11]                      2
==> routing by layer <==
metal  track usage, %  up-vias
met5                0        -
met4            2.083        0
met3            2.740        5
met2            19.68       30
met1            20.27      489
li1                 -      517
==> cells by family after synthesis <==
family,Yosys count,synth area share (%)
AOI/OAI and AO/OA,16,6.455
buffers and inverters,9,2.987
xor gates and xnor gates,13,8.767
DFF,29,54.34
muxes,1,0.7707
adders and majority gates,1,0.9632
and+or+nand+nor,62,25.72
==> cell type report <==
type | count | area (um2)
Clock buffer | 6 | 82.58
Clock inverter | 2 | 37.54
Fill cell | 392 | 2317
Inverter | 5 | 18.77
Multi-Input combinational cell | 93 | 554.3
Sequential cell | 29 | 705.7
Tap cell | 50 | 62.56
Timing Repair Buffer | 31 | 307.8
Power is estimated from default activity; no workload was simulated.
