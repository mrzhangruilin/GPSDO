[/design/flow/run.sh]
#!/bin/bash
# OpenROAD 26Q1-2900-gdf79404cd8, Yosys 0.63+post, stock flow scripts
make -C /OpenROAD-flow-scripts/flow DESIGN_CONFIG=/design/flow/config.mk WORK_HOME=/design/flow/orfs finish
[/design/flow/config.mk]
export PLATFORM = sky130hd
export DESIGN_NAME = UART_SEND
export DESIGN_NICKNAME = UART_SEND
export VERILOG_FILES = /design/flow/design.v
export SDC_FILE = /design/flow/constraint.sdc
export NUM_CORES = 4
export LEC_CHECK = 1
export CORE_AREA = 10 10 106 106
export DIE_AREA = 0 0 116 116
[/design/flow/constraint.sdc]
current_design UART_SEND

set clk_period 3.0
set clk_io_pct 0.2

create_clock -name clk0 -period $clk_period [get_ports {CLK_SYS}]

set non_clock_inputs [all_inputs -no_clocks]
set_input_delay [expr $clk_period * $clk_io_pct] -clock clk0 $non_clock_inputs
set_output_delay [expr $clk_period * $clk_io_pct] -clock clk0 [all_outputs]
[/design/flow/design.v]
module UART_SEND(
    input	           CLK_SYS			,      
    input              CLK_RST			,		 
    input              Uart_TX_EN		,      
    input       [ 7:0] Uart_din			,      
    output             Uart_TX_busy		,      
    output  reg        Uart_TXD             	 
);
parameter  	CLK_FREQ = 10000000;              
parameter  	UART_BPS = 9600;                  
localparam  BPS_CNT  = 1042;   
reg        		uart_en_d0	; 
reg        		uart_en_d1	;  
reg 	[15:0] 	cnt_sys		;                  
reg 	[ 3:0] 	cnt_tx		;    					 
reg        		flag_tx		;    					 
reg 	[ 7:0] 	data_tx		;   					 
wire      	  	flag_en		;
assign Uart_TX_busy = flag_tx;
assign flag_en = (~uart_en_d1) & (uart_en_d0);
always @(posedge CLK_SYS) begin                                                 
	uart_en_d0 <= Uart_TX_EN;                               
	uart_en_d1 <= uart_en_d0;                            
end
always @(posedge CLK_SYS) begin         
	if (flag_en) begin                  
		flag_tx <= 1'b1;                 
		data_tx <= Uart_din;             
    end                                 
    else if ((cnt_tx == 4'd9) && (cnt_sys == 1040)) begin        
		flag_tx <= 1'b0;                 
		data_tx <= 8'd0;
    end
    else begin
		flag_tx <= flag_tx;
		data_tx <= data_tx;
    end 
end
always @(posedge CLK_SYS) begin         
	if (flag_tx) begin                  
        if (cnt_sys < 1042)
            cnt_sys <= cnt_sys + 1'b1;
        else
            cnt_sys <= 16'd0;                
    end
    else                             
        cnt_sys <= 16'd0; 				         
end
always @(posedge CLK_SYS) begin         
	if (flag_tx) begin                
        if (cnt_sys == 1040)	begin		 
            cnt_tx <= cnt_tx + 1'b1;		 
			end
        else begin
            cnt_tx <= cnt_tx;
			end
    end
    else                              
        cnt_tx  <= 4'd0;				     
end
always @(posedge CLK_SYS ) begin        
	if (flag_tx) begin
        case(cnt_tx)
            4'd0: Uart_TXD <= 1'b0;          
            4'd1: Uart_TXD <= data_tx[0];    
            4'd2: Uart_TXD <= data_tx[1];
            4'd3: Uart_TXD <= data_tx[2];
            4'd4: Uart_TXD <= data_tx[3];
            4'd5: Uart_TXD <= data_tx[4];
            4'd6: Uart_TXD <= data_tx[5];
            4'd7: Uart_TXD <= data_tx[6];
            4'd8: Uart_TXD <= data_tx[7];    
            4'd9: Uart_TXD <= 1'b1;          
            default: ;
        endcase
	 end
    else begin
        Uart_TXD <= 1'b1;                    
		end
end
endmodule	          
==> results.txt <==
Physical implementation status

The run finished with clean final reports. Entering global routing, the biggest net connects 12 pins. Per the synthesis report, the single largest cell type by area occupies 35.2% of cell area. The reported leakage power stands at 0.582 nW. The number of maximum-capacitance violations recorded for the run is 0. Of all cell types, the one taking the most synthesized area is sky130_fd_sc_hd__dfxtp_1. Cell internal power was estimated by the tool at 0.686 mW. The main area contributors are sky130_fd_sc_hd__dfxtp_1, sky130_fd_sc_hd__edfxtp_1, sky130_fd_sc_hd__ha_1, sky130_fd_sc_hd__nor2_1, sky130_fd_sc_hd__xnor2_1. The sequential share of the synthesized area stands at a little over half. The worst-skew pair later-pin latency stands at 0.28 ns. The setup violation total in the final timing report stands at 0. Synthesis produced a netlist whose cell count is 141.

The path with the worst hold slack has its endpoint at uart_en_d1. The vertical die dimension stands at around 120 um. The layout overhead on the synthesized area stands at 25.1%. The via count stands at 956. The number of logged tool warnings stands at 30.

TritonCTS built the clock tree. The cell area after synthesis stands at approximately 1400 um2. The die extent in x stands at between 100 and 150 um.

Once iteration 0 of detailed routing completed, the report listed 37 DRC markers. According to the hold report, the worst path is of the reg2reg type. In the routed design, unresolved DRC markers number 0. Per the cell usage report, the commonest logic cell in the layout is sky130_fd_sc_hd__dfxtp_1. The via count of the first global-routing pass stands at 910. The ratio of total power to cell area stands at 495 nW/um2.

The clock arrives with ~0.0062 ns of skew. The final antenna diode tally reported by the flow is 0. The number of post-CTS setup repair buffers stands at 0. The maximum clock path buffer count stands at 2. STA classifies the critical path endpoint as a flip-flop. The largest individual stage delay along the critical path comes from the cell sky130_fd_sc_hd__or4_1. In this run the mean area of a mapped cell was 9.69 um2. Hold timing on the final database bottoms out at a slack of 0.348 ns. The total grt overflow stands at 0.

The data required time at the worst endpoint stands at 2.97 ns. The gate-level netlist out of Yosys references 31 unique cell types. Per the final report, max-transition violations number 0. Per the synth stats, the proportion of register bits with asynchronous set or reset is 0%. The average wire per standard cell stands at approximately 8.3 um. The synthesized netlist has a Yosys-reported chip area of 1370 um2. The highest ir drop seen on vdd stands at approximately 0.12 mV. The critical path arrival stands at 2.24 ns.

The tree is rooted in a sky130_fd_sc_hd__clkbuf_8. The half-perimeter wire length after detailed placement stands at 1630 um. For the worst reg-to-reg path, the startpoint reported by OpenROAD is cnt_sys[8]. The final critical-path setup slack stands at between 0.7 and 0.8 ns. The share of total power in sequential cells stands at 54.4%. The cell family contributing the most delay on the critical path is simple AND/OR/NAND/NOR gates. The number of standard-cell rows in the floorplan stands at 34. By instance count, the cell type seen most on the critical path is sky130_fd_sc_hd__or4_1. STA lists the startpoint of the worst hold path as uart_en_d0. The first detailed-routing pass ran for 3 iterations.

The floorplan report gives the top-level pin count as 13. Per the synth stats, the flop cell with the highest instance count is sky130_fd_sc_hd__dfxtp_1. The portion of total power attributed to the clock network stands at 41.5%. The final design area excluding fillers stands at ~1700 um2.

The setup path with the least slack is of type reg2reg. The number of gates resized after CTS was 0. The endpoint identified for the worst register-to-register timing path is data_tx[2]. The fill cell total of the finished layout stands at 956. Setup repair after global routing left no endpoint under its margin. OpenSTA, run right after detailed placement, puts the worst setup slack at approximately 0.74 ns. The flow reports an fmax of between 400 and 500 MHz. The combinational share of power stands at under 10%. The critical path contains buffers and inverters numbering 0 combined.

The placeable core region stands at 8850 um2. Before placement the cells fill 15.4% of the core. The layout summary lists the proportion of cells stronger than drive strength 1 as 5.63%. The script computed the net switching share of total power as 19.0%. The flop and latch count out of synthesis stands at 32.

The report shows a maximum critical-path fanout of 8. The clock sink count stands at 32. The transition time recorded at the tightest slew-check pin is 0.557 ns.

The final timing report derives a shortest allowable period of 2.27 ns. Per the OpenROAD power report, switching power amounts to 0.161 mW. Per the post-CTS timing run, clock transition at the registers of the reported paths is roughly 0.06 ns.

The portion of the clock cycle consumed by the worst path in the final layout stands at 75.7%. The hold buffer count at CTS stands at 0. The total wire length stands at 2230 um. The placement summary gives the final routability congestion estimate as 0.768. The via density per instance stands at 3.57. Counting the warning lines in the Yosys log gives 1. Per the CTS log, the maximum H-tree level is 2. The number of buffers inserted during clock tree synthesis stands at 5. During placement, the flow inserted port buffers numbering 11.

Counting flops with a built-in enable in the synthesized netlist gives 8. The number of stages on the worst hold path stands at 0. Endpoints failing hold in the final report were tallied at 0.

Summed over all failing endpoints, the final setup total negative slack is 0 ns. For reference, the critical path cell chain is or4_1 > or4_1 > nor2_1 > a31o_2. The first global-routing pass estimated around 4000 um of wire. Across all checked pins, the minimum headroom to the slew limit is 62.8%. The total routing usage reported by global routing stands at 3.46%. The setup slack of the worst register-to-register path stands at 0.73 ns. In this run the cell area measured after placement is around 1600 um2.

In the layout the commonest cells are sky130_fd_sc_hd__dfxtp_1, sky130_fd_sc_hd__nor2_1, sky130_fd_sc_hd__inv_1, sky130_fd_sc_hd__clkdlybuf4s50_1. The length in cells of the worst reg-to-reg path stands at 4. Once detail routing completed, the nets flagged for antenna violations numbered 0.

The total die size stands at about 13,000 um2. Per the Yosys statistics, synthesis produced 141 cells. The number of antenna violations at the first check in global routing is 0. For this run, the slowest stage of the critical path takes 0.55 ns.

STA classifies the critical path startpoint as a flip-flop.
[how the worst max path moves through the flow]
stage	slack (ns)	from	cells past startpoint	end
CTS	0.73	cnt_sys[8]	4	data_tx[2]
global route	0.60	cnt_sys[8]	4	data_tx[2]
finish	0.73	cnt_sys[8]	4	data_tx[2]
[synth_stat cells (4+ instances only)]
cell                       count
sky130_fd_sc_hd__dfxtp_1      24
sky130_fd_sc_hd__nor2_1       17
sky130_fd_sc_hd__inv_1        11
sky130_fd_sc_hd__and2_1        8
sky130_fd_sc_hd__edfxtp_1      8
sky130_fd_sc_hd__nand2_1       7
sky130_fd_sc_hd__xnor2_1       7
sky130_fd_sc_hd__a21oi_1       6
sky130_fd_sc_hd__ha_1          6
sky130_fd_sc_hd__nand3_1       6
sky130_fd_sc_hd__o21ai_0       5
sky130_fd_sc_hd__nor3_1        4
sky130_fd_sc_hd__or4_1         4
[flip-flops by register name, summed over array words and instances, names as in the netlist]
name / flops
cnt_sys: 16
uart_en_d1: 1
uart_en_d0: 1
Uart_TXD: 1
cnt_tx: 4
data_tx: 8
flag_tx: 1
[kinds of logic after synthesis]
family                     Yosys count  share of synthesized area, %
AOI/OAI and AO/OA                   24                          11.4
xor gates and xnor gates             9                          5.77
adders and majority gates            6                          5.49
buffers and inverters               15                          4.30
DFF                                 32                          52.7
muxes                                1                         0.733
other                                1                         0.274
and+or+nand+nor                     53                          19.3
[through the flow]
step	total power, mW	utilization [%]	std cells
floorplan	0.487	-	145
global placement	0.505	18.2	260
detailed placement	0.506	18.2	260
CTS	0.863	19.3	268
finish	0.846	19.3	268
global route	0.890	19.3	268
[power by group through the flow]
stage | logic, mW | registers, mW | clock network, mW
6_report | 0.0352 | 0.460 | 0.351
4_1_cts | 0.0358 | 0.460 | 0.367
5_1_grt | 0.0403 | 0.461 | 0.388
[metal layers]
layer | part of all wire [%] | global-route usage [%] | routed length [um] | vias up
met5 | 0 | 0 | 0 | -
met4 | 3.3 | 0.917 | 74 | 0
met3 | 3.0 | 0.837 | 66 | 6
met2 | 45 | 5.61 | 1000 | 9
met1 | 49 | 4.55 | 1090 | 429
li1 | - | - | - | 512
[area by class of cell]
class	instances	area (um2)	share of cell area (%)
clock buffer	8	100	5.86
inverter	11	41.3	2.42
multi-input combinational	98	602	35.2
sequential	32	721	42.2
tap	108	135	7.91
timing repair buffer	11	110	6.44
Power figures rest on the tool's default switching activity, not on a simulated workload.
